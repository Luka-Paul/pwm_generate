--- flow/design.v ---
module  pwm_generator
#(
    parameter       PERIOD      =   30'd10_00000,  
    parameter       DUTY_1      =   30'd80_0000,  
    parameter       DUTY_2      =   30'd10_0000 
)
(
    input       wire        sys_clk     ,         
    input       wire        sys_rst_n   ,         
    input       wire        key_1       ,         
    output      reg         pwm_out              
);
reg      [15:0]    counter;                 
wire               key_flag_1;                
reg       [15:0]          duty;
wire             key_press;
always@(posedge sys_clk or negedge sys_rst_n)
    begin
        if(sys_rst_n == 1'b0)
            begin
                counter <= 16'd0    ;
            end
        else if(counter == PERIOD - 1'b1)   
            begin
                counter <= 16'd0    ;
            end
        else
            begin
                counter <= counter + 1'b1   ;
            end
    end
key_filter  key_1_inst
(
    .sys_clk    (sys_clk    ),   
    .sys_rst_n  (sys_rst_n  ),   
    .key_in     (key_1     ),   
    .key_flag   (key_flag_1      ),    
    .key_press (key_press)
);
always@(posedge sys_clk or negedge sys_rst_n)
    if(sys_rst_n == 1'b0)
        duty <= DUTY_1;
    else if(key_flag_1 && key_press)
        duty <= DUTY_2;
    else if(key_flag_1 && !key_press)
        duty <= DUTY_1;
always@(posedge sys_clk or negedge sys_rst_n)
    begin
        if(sys_rst_n == 1'b0)
            begin
                pwm_out <= 16'd0    ;
            end          
        else if(counter < duty)
            pwm_out <= 1'b1;
        else
            pwm_out <= 1'b0;
    end
endmodule
`timescale  1ns/1ns
module  key_filter
#(
    parameter CNT_MAX = 20'd999_999  
)
(
    input   wire    sys_clk     ,    
    input   wire    sys_rst_n   ,    
    input   wire    key_in      ,    
    output  reg     key_flag    ,     
    output  reg     key_press                                
);
reg     [19:0]  cnt_20ms    ;    
always@(posedge sys_clk or negedge sys_rst_n)
    if(sys_rst_n == 1'b0)
        cnt_20ms <= 20'b0;
    else    if(key_in == 1'b1)
        cnt_20ms <= 20'b0;
    else    if(cnt_20ms == CNT_MAX && key_in == 1'b0)
        cnt_20ms <= cnt_20ms;
    else
        cnt_20ms <= cnt_20ms + 1'b1;
always@(posedge sys_clk or negedge sys_rst_n)
    if(sys_rst_n == 1'b0)
        begin
            key_flag <= 1'b0;
            key_press <= 1'b0;
        end
    else    if(cnt_20ms == CNT_MAX - 1'b1)
        begin
            key_flag <= 1'b1;
            key_press<=~key_press;
        end
    else
        key_flag <= 1'b0;
endmodule
--- flow/run.sh ---
#!/bin/bash
# OpenROAD 26Q1-2900-gdf79404cd8, Yosys 0.63+post, stock flow scripts
make -C /OpenROAD-flow-scripts/flow DESIGN_CONFIG=/design/flow/config.mk WORK_HOME=/design/flow/orfs finish
--- flow/config.mk ---
export PLATFORM = sky130hd
export DESIGN_NAME = pwm_generator
export DESIGN_NICKNAME = pwm_generator
export VERILOG_FILES = /design/flow/design.v
export SDC_FILE = /design/flow/constraint.sdc
export NUM_CORES = 4
export LEC_CHECK = 1
export CORE_UTILIZATION = 30
--- flow/constraint.sdc ---
current_design pwm_generator

set clk_period 2.4
set clk_io_pct 0.2

create_clock -name clk0 -period $clk_period [get_ports {sys_clk}]

set non_clock_inputs [all_inputs -no_clocks]
set_input_delay [expr $clk_period * $clk_io_pct] -clock clk0 $non_clock_inputs
set_output_delay [expr $clk_period * $clk_io_pct] -clock clk0 [all_outputs]
==> results.tsv <==
stage	metric	value	unit
run_status	outcome	complete, no violations	
sta	fin_skew	0.01203	ns
yosys	synth_stat.cells	192	
yosys	ys_seq_share	50.46	%
routing	detail_route.wl_per_cell	12.28	µm
grt	grt_overflow	0	
pwr	internal_power	0.9363	mW
placement	port_buffers	3	
pwr	p_switching	0.2694	mW
critical_path	critPathKind	register to register	
grt	grt_first_pass_wirelength	6216	µm
critical_path	end_kind	register	
pwr	ir_worst_vdd	0.0002928	V
placement	dp.cells	267	
layout	flop_area	1027	µm²
sta	slew_headroom	63.78	%
layout	syn_to_final_growth	9.588	%
yosys	yosys_warnings	2	
pwr	powerDensity	540.5	nW/µm²
layout	final_cells	275	
yosys	avgSynthCellArea	10.60	µm²
sta	setup_slack	0.5925	ns
pwr	power_frac_comb	2.7	%
cts	cts_max_level	2	
cts	cts_tree	yes	
critical_path	critical_path_required	2.60	ns
yosys	ys_chip_area	2036	µm²
floorplanning	fp_util	31.52	%
floorplanning	die_area	7119	µm²
hold_path	hp-class	primary input to async pin	
layout	final_cell_mix	dfrtp_1 (40), nand3_1 (14), xnor2_1 (13), nand2_1 (12), a21oi_1 (11)	
critical_path	critPathMaxFanout	5	
job	warning_count	26	
grt	grt_usage	10.71	%
routing	num_antenna_cells	0	
pwr	clock_power_share	39.3	%
floorplanning	die-height	84.38	µm
routing	totalWireLength	3376	µm
placement	place_ws	0.5795	ns
cts	cts-root-buf	clkbuf_8	
routing	vias_per_cell	5.051	
cts	ctsHoldBuffers	0	
routing	first_iter_violations	56	
cts	clk_pin_slew	0.09	ns
layout	drive_gt1_share	10.10	%
sta	worstMarginPinSlew	0.5416	ns
yosys	synth_area_leader_cell	dfrtp_1	
grt	grt_max_degree	24	
layout	n_fill_cell	653	
critical_path	ff2ff_setup_slack	0.59	ns
cts	numCtsBuffers	5	
sta	max_freq	553.3	MHz
yosys	topCellsByArea	dfrtp_1 (49%), xnor2_1 (5.6%), ha_1 (5.5%)	
floorplanning	ios	4	
yosys	numSynthFlops	41	
cts	cts_setup_buffers	0	
sta	hold_viol_final	0	
layout	comb_area	952.2	µm²
cts	cts_resized	0	
routing	vias	1389	
yosys	synth_cells	192	
routing	ant_nets	0	
floorplanning	coreArea	6459	µm²
job	cap_violations	0	
routing	first_pass_iters	20	
layout	fin_util	34.54	%
layout	layout_top_cell	dfrtp_1	
grt	grt_pass1_vias	1367	
sta	setup_violations	0	
sta	rsz0062_at_grt	no	
cts	clk_latency	0.29	ns
yosys	yosys.cell_types.count	38	
critical_path	critPathLaunchType	register	
floorplanning	die_w	84.38	µm
sta	period_minus_slack	1.807	ns
yosys	synth_area	2036	µm²
placement	gp_congestion	0.8331	
sta	setup_tns	0	ns
placement	hpwl	2373	µm
routing	drc	0	
critical_path	r2r_cells	5	
pwr	pwr-share-seq	58.0	%
pwr	p_leak	0.9481	nW
pwr	switching_share	22.34	%
cts	clock_path_buffers	2	
sta	drv_slew	0	
grt	antenna_found_initial	0	
sta	fin_crit_sh	75.31	%
cts	cts_sinks	41	
floorplanning	num_rows	29	
critical_path	crit_arrival	2.01	ns
yosys	top_area_share	49.17	%
-- flip-flops by register name, indices dropped and copies added (netlist names) --
register,count
key_1_inst.cnt_20ms,20
counter,16
duty,2
key_1_inst.key_flag,1
key_1_inst.key_press,1
pwm_out,1
-- critical path, cell delays in order, from the launching register on --
cell and delay (ns):
dfrtp_1 0.43, ha_1 0.22, or4b_2 0.60, a21oi_1 0.14, o21ai_0 0.10, a221oi_1 0.23
-- path summary, 6_finish.rpt --
path                                          endpoint  startpoint
worst max-delay path                           pwm_out  counter[7]
worst min-delay path            key_1_inst.cnt_20ms[2]   sys_rst_n
worst max register to register                 pwm_out  counter[7]
worst min register to register              counter[4]  counter[4]
max in group asynchronous                     duty[13]   sys_rst_n
min in group clk0                           counter[4]  counter[4]
-- power groups by stage --
stage / clock network, mW / registers, mW / logic, mW
final: 0.474 / 0.700 / 0.0323
after global routing: 0.530 / 0.701 / 0.0385
after CTS: 0.503 / 0.699 / 0.0341
-- through the flow --
stage          hold WS (ns)  power (mW)  area, µm²
6_report             0.1452       1.206       2231
5_1_grt              0.1875       1.269       2231
4_1_cts              0.1594       1.236       2231
3_5_place_dp         0.4559      0.7471       2135
3_3_place_gp         0.4549      0.7464       2135
2_1_floorplan        0.1844      0.7240       2036
-- metal layers --
layer | track usage, % | part of all wire [%] | wire length (µm) | up-vias
li1 | - | - | - | 705
met1 | 16.45 | 51 | 1711 | 655
met2 | 16.54 | 44 | 1492 | 21
met3 | 2.291 | 3.7 | 126 | 8
met4 | 1.541 | 1.3 | 45 | 0
met5 | 0 | 0 | 0 | -
-- logic make-up (layout without fill, tap and decap cells) --
| group | count (synthesis) | after routing | share of synthesized area (%) |
|---|---|---|---|
| flip-flops | 41 | 41 | 50.46 |
| multiplexers | 3 | 3 | 1.659 |
| buffers and inverters | 12 | 18 | 2.766 |
| adder cells (fa/ha/maj) | 9 | 9 | 5.532 |
| XOR/XNOR | 21 | 21 | 9.035 |
| AND/OR/NAND/NOR | 74 | 74 | 21.20 |
| AND-OR/OR-AND | 32 | 32 | 9.342 |
-- synthesized netlist by cell type --
library cell / instances
nand2_1: 12
dfstp_2: 1
and4_1: 7
and4b_1: 1
o21ai_0: 9
inv_1: 5
or4b_2: 1
nor2b_1: 3
or3_2: 2
a211oi_1: 4
nand4b_1: 1
a221oi_1: 1
xnor2_1: 13
a21oi_1: 11
and4b_4: 1
mux2_2: 3
and2_2: 1
nand3_1: 14
and3_1: 5
o21a_1: 2
a211o_1: 1
nor4_1: 1
o21bai_1: 1
or3_1: 4
ha_1: 9
buf_1: 1
buf_6: 1
buf_2: 3
or4_1: 1
nor4b_1: 1
xor2_1: 8
nor2_1: 10
nor3_1: 1
nand4_1: 8
a31oi_1: 2
o31ai_1: 1
dfrtp_1: 40
clkbuf_1: 2
-- cell type report --
cell class              count  area share (%)
clock buffers               6           3.702
clock inverters             2          0.6169
inverters                   5          0.8413
multi-input cells         139           42.68
flip-flops and latches     41           46.05
well taps                  77           4.319
repair buffers              5           1.795
Power and IR drop assume default switching activity.
